==> flow/design.v <==
module spi(pclk,prst,pwdata,paddr,penable,pready,pwr_rd,prdata,sclk_ref,sclk,mosi,miso,cs);
parameter MAX_TXN=8;
parameter WIDTH=8;
parameter S_IDLE=5'b0_0001;
parameter S_ADDR=5'b0_0010;
parameter S_IDLE_BTN_ADDR_DATA=5'b0_0100;
parameter S_DATA=5'b0_1000;
parameter S_EXTRA_TXN_PENDING=5'b1_0000;
input pclk;
input prst;
input penable;
input [WIDTH-1:0]pwdata;
input [WIDTH-1:0]paddr;
input pwr_rd;
input sclk_ref;
input miso;
output reg [WIDTH-1:0] prdata;
output reg pready;
output reg mosi;
output sclk;
output reg [3:0] cs;
reg [WIDTH-1:0]addr_reg [MAX_TXN-1:0];
reg [WIDTH-1:0]data_reg [MAX_TXN-1:0];
reg [WIDTH-1:0]ctrl_reg;
reg [4:0] present_state,next_state;
integer i,count;
reg [3:0]num_txn_pending;   
reg [2:0]current_txn_index;
reg [WIDTH-1:0]data_rxn;
reg [WIDTH-1:0]data_txn;
reg [WIDTH-1:0]addr_txn;
reg sclk_running_flag;
always@(posedge pclk)begin 
	if(prst==1)begin 
		prdata=0;
		pready=0;
		mosi=1;
		cs=3'b001;
		next_state=S_IDLE;
		present_state=S_IDLE;
		ctrl_reg=0;
		count=0;
		for(i=0;i<MAX_TXN;i=i+1)begin 
			addr_reg[i]=0;		
			data_reg[i]=0;		
		end
		data_rxn=0;
		data_txn=0;
		addr_txn=0;
		sclk_running_flag=0;
		num_txn_pending=0;
		current_txn_index=0;
	end
	else begin 
		if(penable)begin 
			pready=1;
			if(pwr_rd)begin 
				if(paddr>=8'h00 && paddr<=8'h07)begin
					addr_reg[paddr]=pwdata;		
				end
				if(paddr>=8'h10 && paddr<=8'h17)begin
					data_reg[paddr-8'h10]=pwdata;		
				end
				if(paddr==8'h20)begin
					ctrl_reg=pwdata;
				end
			end
			else begin 
				if(paddr>=8'h0 && paddr<=8'h7)begin
					prdata=addr_reg[paddr];		
				end
				if(paddr>=8'h10 && paddr<=8'h17)begin
					prdata=data_reg[paddr-8'h10];		
				end
				if(paddr==8'h20)begin
					prdata=ctrl_reg;
				end
			end
		end
	end
end
assign sclk=sclk_running_flag ? (sclk_ref) : (1'b1);
always@(posedge sclk_ref)begin 
		if(prst!=1)begin 
			case(present_state)
				S_IDLE:begin 
					sclk_running_flag=0;
					mosi=1;
					if(ctrl_reg[0]==1)begin 
						count=0;
						num_txn_pending=ctrl_reg[3:1]+1;
						current_txn_index=ctrl_reg[6:4];
						addr_txn=addr_reg[current_txn_index];
						data_txn=data_reg[current_txn_index];
						next_state=S_ADDR;
					end
				end
				S_ADDR:begin 
					sclk_running_flag=1;
					mosi=addr_txn[count];
					count=count+1;
					if(count==8)begin 
						count=0;
						next_state=S_IDLE_BTN_ADDR_DATA;
					end
				end
				S_IDLE_BTN_ADDR_DATA:begin 
					sclk_running_flag=0;
					mosi=1;
					count=count+1;
					if(count==4)begin 
						count=0;
						next_state=S_DATA;
					end
				end
				S_DATA:begin
					sclk_running_flag=1;
					if(addr_txn[WIDTH-1]==1)begin 
						mosi=data_txn[count];
						count=count+1;
					end
					else begin 
						data_rxn[count]=miso;
						count=count+1;
					end
					if(count==8)begin 
						current_txn_index=current_txn_index+1;
						num_txn_pending=num_txn_pending-1;
						if(num_txn_pending==0)begin
							count=0;
							ctrl_reg[WIDTH-1]=1;
							ctrl_reg[0]=0;
							next_state=S_IDLE;
						end
						else begin 
							count=0;
							next_state=S_EXTRA_TXN_PENDING;
						end
					end
				end
				S_EXTRA_TXN_PENDING:begin 
					sclk_running_flag=0;
					mosi=1;
					count=count+1;
					if(count==4)begin 
						count=0;
						addr_txn=addr_reg[current_txn_index];
						data_txn=data_reg[current_txn_index];
						next_state=S_ADDR;
					end
				end
			endcase
		end
end
always@(next_state)begin 
	present_state=next_state;
end
endmodule
==> flow/run.sh <==
#!/bin/bash
# OpenROAD 26Q1-2900-gdf79404cd8, Yosys 0.63+post, stock flow scripts
make -C /OpenROAD-flow-scripts/flow DESIGN_CONFIG=/design/flow/config.mk WORK_HOME=/design/flow/orfs finish
==> flow/config.mk <==
export PLATFORM = sky130hd
export DESIGN_NAME = spi
export DESIGN_NICKNAME = spi
export VERILOG_FILES = /design/flow/design.v
export SDC_FILE = /design/flow/constraint.sdc
export NUM_CORES = 4
export LEC_CHECK = 1
export CORE_UTILIZATION = 50
==> flow/constraint.sdc <==
current_design spi

set clk_period 6.3
set clk_io_pct 0.2

create_clock -name clk0 -period $clk_period [get_ports {pclk}]
create_clock -name clk1 -period $clk_period [get_ports {sclk_ref}]

set non_clock_inputs [all_inputs -no_clocks]
set_input_delay [expr $clk_period * $clk_io_pct] -clock clk0 $non_clock_inputs
set_output_delay [expr $clk_period * $clk_io_pct] -clock clk0 [all_outputs]
==> reports/metrics.sh <==
WORST_SLEW_PIN_SLEW_NS=0.863
PIN_COUNT_OF_THE_BIGGEST_NET_ENTERING_GLOBAL_ROUTING=76
NETLIST_AREA_SQ_MM=0.00647
INITIAL_CORE_UTIL_PCT=51.2
CTS_ROOT_BUF='clkbuf_16'
WL_MM=17.4
POWER.TOTAL_uW=2070
CLKSLEWWORSTSETUPHOLDPATHS_NS=0.06
DIE_W_MICRONS=116
POST_SYNTH_AO_OA_AREA_FRACTION_PCT=14.2
SEQ_AREA_FRAC_SYNTH_PCT=44.3
GLOBAL_ROUTE_WIRE_LENGTH_BEFORE_REPAIR_MM=27.2
POSTSYNTHREGISTERBITS=143
HOLD_VIOLATIONS=0
POWER.SWITCHING_uW=467
VDD_DROP_MAX_V=0.000242
SYNTHESIS.INSTANCES=744
CRITPATHLAUNCHTYPE='input port'
DRT_PASS1_ITERATIONS=6
SYNTH.YOSYS.CHIP_AREA_SQ_MM=0.00647
DP_HPWL_MM=11.0
DETAILED_PLACE.AREA_SQ_MM=0.00679
POST-CTS-SETUP-BUFFER-COUNT=0
AVGVIACOUNTPERCELL=5.75
OUTCOME='complete, no violations'
STAGE_LOG_WARNINGS=28
REPORT.FINAL.SLEW_VIOL_COUNT=0
FIRST_GLOBAL_VIAS=4869
DETAIL_ROUTE.DRC_VIOLATIONS=0
CELLINTERNALPOWER_uW=1600
CTS.PATH.MAX_BUFFERS=2
GRT_TOTAL_OVFL=0
POST_ROUTE_CORE_UTILIZATION_PCT=58.7
RSZ0062_AT_GRT='false'
ADDER_SHARE_PCT=0
FLIP_FLOPS_WITH_A_BUILT_IN_ENABLE=0
POST_SYNTH_MAIN_LOGIC_FAMILY='simple AND/OR/NAND/NOR gates'
YS_SH_XOR_PCT=0
TOTALNEGATIVESETUPSLACK_NS=0
POWER.SEQUENTIAL.FRACTION_PCT=43.8
CHIPAREA_SQ_MM=0.0134
SKEW_NS=0.0108
TIMING.SETUP.CRITICAL_PATH_CLASS='input port to flip-flop'
CTS_NUM_SINKS=143
SYNTH-WARNING-COUNT=71
CRITICAL_PATH_ARRIVAL_NS=4.05
MAXSLEWHEADROOM_PCT=42.0
WORST_HOLD_PATH_TYPE='flip-flop to flip-flop'
POSTCTSHOLDBUFS=0
YOSYS-MUX-AREA-FRACTION_PCT=15.4
NUMBER_OF_I_O_PORT_BUFFERS=28
CTS_INSERTED_BUFFERS=17
YS.FLOP_TYPE='dfxtp_1'
NUM_ROWS=41
CORE_REGION_AREA_SQ_MM=0.0126
FINALSETUPVIOLCOUNT=0
LAYOUT-AREA-OVERHEAD-VS-SYNTH_PCT=14.6
ROUTE.ANTENNA.REMAINING_NETS=0
GRTUSAGETOTAL_PCT=28.1
IO-PIN-COUNT=37
POWER_FRAC_CLOCK_PCT=50.8
SYNTH.LIB_CELLS_USED.DISTINCT=51
POWER.DENSITY_mW_PER_MM2=279
SYNTHDOMINANTCELLAREASHARE_PCT=44.3
ASYNC_RESET_FF_SHARE_PCT=0
SYNTH-SIMPLE-AREA-SHARE_PCT=21.2
DETAIL_ROUTE.WL_PER_CELL_MICRONS=18.7
DESIGN_AREA_SQ_MM=0.00741
NETSWITCHINGFRACTION_PCT=22.6
PATH_MAX_FANOUT=31
DIE_Y_MICRONS=116
CRITPATHCAPTURETYPE='flip-flop'
SYNTH.AREA.TOP_CELLS='dfxtp_1 44%, mux2i_1 15%, nand2_1 7.7%'
POST_CTS_RESIZE_COUNT=0
WORST_EP_REQUIRED_TIME_NS=6.58
CLOCK_TREE_FROM_TRITONCTS='built'
ANTENNA_CELLS=0
POWER.COMBINATIONAL.FRACTION_PCT=5.4
SYN-MEAN-INSTANCE-AREA_SQ_UM=8.69
PROPORTION_OF_LAYOUT_CELLS_WITH_A_DRIVE_SUFFIX_ABOVE_1_PCT=8.18
TIMING.MAX_CAP.VIOLATIONS=0
DRTITER0DRC=460
LEAKAGEPOWER_uW=0.00275
NUMBER_OF_ANTENNA_VIOLATIONS_AT_THE_FIRST_CHECK_IN_GLOBAL_ROUTING=0
DETAILROUTE.VIA_COUNT=5352
GLOBALPLACE.CONGESTION=0.872
CTS_MAX_LEVEL=4
SYNTH.LARGEST_AREA_CELL='dfxtp_1'
YS_CELLS=744
==> power groups by stage <==
stage                 registers [uW]  logic, uW  clock network [uW]
final                            907        111                1050
after global routing             906        119                1100
after CTS                        907        110                1060
==> cell type report <==
type	instances	area, sq um
Clock buffer	19	433
Clock inverter	13	186
Fill cell	1092	5210
Inverter	11	41.3
Multi-Input combinational cell	531	3310
Sequential cell	143	2860
Tap cell	172	215
Timing Repair Buffer	41	365
==> Yosys cell counts (all sizes together), types with 6 or more instances <==
cell type  instances
dfxtp            143
nand2            133
mux2i             95
nor2              90
a21oi             67
clkbuf            44
buf               19
nand2b            16
o221ai            16
nand3             14
inv               10
o21ai             10
nor3               6
nor3b              6
==> per-stage QoR <==
step	setup slack [ns]	hold slack, ns	std cells
2_1_floorplan	3.40	0.415	748
3_3_place_gp	2.12	0.433	898
3_5_place_dp	2.10	0.441	898
4_1_cts	2.51	0.448	930
5_1_grt	2.36	0.465	930
6_report	2.52	0.444	930
==> critical path, cell delays in order <==
cell and delay, ns:
clkdlybuf4s50_1 0.46, buf_4 0.36, clkinv_1 0.42, nor2_1 0.52, nand3_1 0.61, mux2i_1 0.35, nor2_1 0.06
==> worst paths after layout <==
path / from / end / slack, ns / depth (start not counted)
max: paddr[2] / data_reg[6][3]$_SDFFE_PP0P_ / 2.52 / 7
min: addr_reg[1][5]$_SDFFE_PP0P_ / addr_reg[1][5]$_SDFFE_PP0P_ / 0.44 / 2
max reg2reg: data_reg[2][2]$_SDFFE_PP0P_ / prdata[2]$_SDFFE_PP0P_ / 4.66 / 5
min reg2reg: addr_reg[1][5]$_SDFFE_PP0P_ / addr_reg[1][5]$_SDFFE_PP0P_ / 0.44 / 2
==> routing by layer <==
layer | wire (microns) | vias to the layer above | part of all wire, % | global-route usage [%]
met3 | 1450 | 21 | 8.3 | 9.00
met5 | 0 | - | 0 | 0
met2 | 7420 | 178 | 43 | 39.8
met4 | 308 | 0 | 1.8 | 5.13
met1 | 8250 | 2565 | 47 | 44.1
li1 | - | 2588 | - | -
==> layout by cell type (no fill, tap or decap), drive strengths merged, types with 12 or more instances in the layout <==
| cell type | count |
|---|---|
| nand3 | 14 |
| nand2 | 133 |
| nand2b | 16 |
| nor2 | 90 |
| a21oi | 67 |
| clkbuf | 19 |
| dfxtp | 143 |
| clkdlybuf4s50 | 25 |
| buf | 16 |
| mux2i | 95 |
| inv | 12 |
| o221ai | 16 |
==> cell families after synthesis <==
group,Yosys count
and+or+nand+nor,294
DFF,143
other,2
AOI/OAI and AO/OA,134
buffers and inverters,74
muxes,97
Power and IR drop assume default switching activity.
